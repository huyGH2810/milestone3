<file path="/design/flow/design.v">
module MEM (
	input 			clk_i,
	input 			rst_ni,
	input  logic [31:0] PC,
	input  logic [31:0] ALUOut,
	input  logic [31:0] RegReadData2,
	input  logic [31:0] instMEM,
	input  logic 		  MemRW,
	output logic [31:0] ALUOut_signal,
	output logic [31:0] ALU_reg,
	output logic [31:0] PC_four_reg,
	output logic [31:0] Mem_reg,
	output logic [31:0] inst_reg,
	input	 logic [16:0] io_sw,
	output logic [31:0] io_lcd, 
	output logic [16:0] io_ledr, 
	output logic [7 :0] io_ledg, 
	output logic [6 :0] io_hex7,
	output logic [6 :0] io_hex6, 
	output logic [6 :0] io_hex5, 
	output logic [6 :0] io_hex4, 	
	output logic [6 :0] io_hex3, 
	output logic [6 :0] io_hex2, 
	output logic [6 :0] io_hex1, 
	output logic [6 :0] io_hex0
);
logic [31:0] ld_data;
assign ALUOut_signal = ALUOut;
top_lsu	DMEM_DUT(
	.clk_i	(clk_i), 
	.rst_ni	(rst_ni), 
	.st_en	(MemRW),
	.func3	(instMEM[14:12]),
	.addr	(ALUOut),
	.st_data(RegReadData2),
	.io_sw	(io_sw),
	.ld_data(ld_data),
	.io_lcd (io_lcd), 
	.io_ledr(io_ledr), 
	.io_ledg(io_ledg), 
	.io_hex7(io_hex7),
	.io_hex6(io_hex6), 
	.io_hex5(io_hex5), 
	.io_hex4(io_hex4), 	
	.io_hex3(io_hex3), 
	.io_hex2(io_hex2), 
	.io_hex1(io_hex1), 
	.io_hex0(io_hex0)
);	
	always_ff @(posedge clk_i) begin
		ALU_reg		<= ALUOut; 
		PC_four_reg <= (PC + 4);
		Mem_reg		<= ld_data;
		inst_reg		<= instMEM;
	end
endmodule	
module dmem	(
		input 			clk_i	, 
		input			st_en	,
		input 	[10:0]	addr	, 
		input 	[31:0]	st_data	, 
		output 	[31:0]	ld_data
);
	integer i;	
	logic 	[3:0][7:0]	ram [511:0];
	logic unused;
	assign unused = |addr[1:0];
	initial begin
	for (i = 0; i < 511; i++) 
		ram[i] = 32'd0;
	end
	always_ff @(posedge clk_i) begin
		if(st_en)	begin
			ram[addr[10:2]][0] <= st_data[7 : 0];
			ram[addr[10:2]][1] <= st_data[15: 8];
			ram[addr[10:2]][2] <= st_data[23:16];
			ram[addr[10:2]][3] <= st_data[31:24];	
		end
	end
	assign ld_data = (st_en == 0) ? ram[addr[10:2]] : 32'b0;
endmodule
module input_periph(
		input 			clk_i,
		input			st_en,
		input	[16:0]	sw	 ,
		output	[31:0]	ld_data
);
	logic 	[31:0]	ram;
	initial begin
			ram = 32'd0;
	end
	always_ff @(posedge clk_i)  begin
		ram <= {15'd0, sw};
	end		
	assign ld_data = ram;
endmodule
module lsu (
					input 				clk_i, 
					input				rst_ni, 
					input				st_en,
					input 	[31:0]		addr, 
					input 	[31:0]		st_data, 
					input	[16:0]		io_sw,
					output 	[31:0]		ld_data,
					output	[31:0]		io_lcd, 
					output	[16:0]		io_ledr, 
					output	[7 :0]		io_ledg, 
					output	[6 :0]		io_hex7, 
					output	[6 :0]		io_hex6, 
					output	[6 :0]		io_hex5, 
					output	[6 :0]		io_hex4,
					output	[6 :0] 		io_hex3,
					output	[6 :0] 		io_hex2,
					output	[6 :0]		io_hex1,
					output	[6 :0]		io_hex0);
logic  unused;
assign unused  = |addr[31:12];
assign ld_data = ld_data_out;
logic	[31:0]	st_data_res, st_data_out, st_data_dmem;
logic	[31:0]	ld_data_sw , ld_data_out, ld_data_dmem;
input_periph	INPUT	(
								.clk_i	(clk_i), 
								.st_en	(st_en),
								.sw		(io_sw),
								.ld_data(ld_data_sw)
);
output_periph	OUTPUT 	(
								.clk_i	(clk_i), 
								.st_en	(st_en),
								.addr   (addr[7:0]), 
								.st_data(st_data_out), 
								.lcd	(io_lcd), 
								.ledr	(io_ledr), 
								.ledg	(io_ledg), 
								.hex7	(io_hex7),
								.hex6	(io_hex6),
								.hex5	(io_hex5),
								.hex4	(io_hex4),
								.hex3	(io_hex3),
								.hex2	(io_hex2),
								.hex1	(io_hex1),
								.hex0	(io_hex0)
);
dmem DMEM 		(
								.clk_i	(clk_i), 
								.st_en	(st_en),
								.addr   (addr[10:0]), 
								.st_data(st_data_dmem), 
								.ld_data(ld_data_dmem)
);
always@(*) begin
	if (rst_ni)	begin
		if (st_en) begin
			case (addr[11])
				1'b1: 
				begin
					case (addr[10:8])
						3'b000 :	st_data_out <= st_data;				
						default:	st_data_res <= st_data;	
					endcase
				end
				1'b0:	st_data_dmem <= st_data;
			endcase
		end
		else begin
			case (addr[11])
				1'b1:	
				begin
					case (addr[11:0])
						12'h900: ld_data_out <= ld_data_sw;					
						12'h8A0: ld_data_out <= io_lcd;
						12'h890: ld_data_out <= {24'd0, io_ledg};
						12'h880: ld_data_out <= {15'd0, io_ledr};
						12'h870: ld_data_out <= {25'd0, io_hex7};
						12'h860: ld_data_out <= {25'd0, io_hex6};
						12'h850: ld_data_out <= {25'd0, io_hex5};
						12'h840: ld_data_out <= {25'd0, io_hex4};
						12'h830: ld_data_out <= {25'd0, io_hex3};
						12'h820: ld_data_out <= {25'd0, io_hex2};
						12'h810: ld_data_out <= {25'd0, io_hex1};
						12'h800: ld_data_out <= {25'd0, io_hex0};
						default: ld_data_out <= 0;
					endcase	
				end
				1'b0:	ld_data_out   <= ld_data_dmem;
			endcase
		end
	end	
end
endmodule
module output_periph(
		output	[31:0]		lcd, 
		output	[16:0]		ledr, 
		output	[7:0]		ledg, 
		output	[6:0]		hex7,
		output	[6:0]		hex6,
		output	[6:0] 		hex5,
		output	[6:0] 		hex4,
		output	[6:0] 		hex3, 
		output	[6:0] 		hex2,
		output	[6:0] 		hex1,
		output	[6:0] 		hex0,
	  	input 				clk_i,
	  	input 				st_en,
	  	input 	[7:0]		addr, 
	  	input 	[31:0]		st_data
);
	integer i;
	logic 	[31:0]	ram [11:0];
	initial begin
		for (i = 0; i < 12; i++) 
			ram[i] = 32'd0;
	end
	always_ff @(posedge clk_i) begin
		if(st_en)	begin
			case(addr)
				8'hA0:	ram[4'hA] <= st_data;
				8'h90:	ram[4'h9] <= st_data;
				8'h80:	ram[4'h8] <= st_data;
				8'h70:	ram[4'h7] <= st_data;
				8'h60:	ram[4'h6] <= st_data;
				8'h50:	ram[4'h5] <= st_data;
				8'h40:	ram[4'h4] <= st_data;
				8'h30:	ram[4'h3] <= st_data;
				8'h20:	ram[4'h2] <= st_data;
				8'h10:	ram[4'h1] <= st_data;
				8'h00:	ram[4'h0] <= st_data;
				default:ram[4'hB] <= st_data;
			endcase
		end
	end
	assign lcd  	= ram[4'hA];
	assign ledg 	= ram[4'h9][7 :0];
	assign ledr 	= ram[4'h8][16:0];
	assign hex7 	= ram[4'h7][6 :0];
	assign hex6 	= ram[4'h6][6 :0];
	assign hex5 	= ram[4'h5][6 :0];
	assign hex4 	= ram[4'h4][6 :0];
	assign hex3 	= ram[4'h3][6 :0];
	assign hex2 	= ram[4'h2][6 :0];
	assign hex1 	= ram[4'h1][6 :0];
	assign hex0 	= ram[4'h0][6 :0];
endmodule
module sub_lsu_load (
		input 	[2 :0] 	func3,
		input 	[31:0] 	data_in,
		output	[31:0]	data_out
);
logic [31:0] data;
assign 	data_out	=	data;
	always @(*) begin
		case (func3)
			3'b000:	begin
				if (data_in[7] == 1) 
					data = {24'hFFFFFF, data_in[7:0]};
				else	
					data = {24'b0, data_in[7:0]};
			end
			3'b001:	begin
				if (data_in[15] == 1) 
					data = {16'hFFFF, data_in[15:0]};
				else	
					data = {16'b0, data_in[15:0]};
			end
			3'b010:		data = data_in;
			3'b100:		data = {24'b0, data_in[7:0]};
			3'b101:		data = {16'b0, data_in[15:0]};
			default: 	data = data_in;
		endcase	
	end
endmodule
module sub_lsu_store (
		input 	[2:0] 	func3,
		input 	[31:0] 	data_in,
		output	[31:0]	data_out
);
logic	[31:0]	data;
assign	data_out	=	data;
	always @(*) begin
		case (func3)
			3'b000:	data = {24'b0, data_in[7:0]};
			3'b001:	data = {16'b0, data_in[15:0]};
			3'b010:	data = data_in;
			default:	data = data_in;
		endcase	
	end
endmodule
module top_lsu(
	input			clk_i, 
	input			rst_ni, 
	input			st_en,
	input 	[2 :0] 	func3,
	input	[31:0] 	addr,
	input 	[31:0] 	st_data,
	input	[16:0]	io_sw,
	output 	[31:0] 	ld_data,
	output	[31:0]	io_lcd, 
	output	[16:0]	io_ledr, 
	output	[7 :0]	io_ledg, 
	output	[6 :0]	io_hex7,
	output	[6 :0]	io_hex6, 
	output	[6 :0]	io_hex5, 
	output	[6 :0]	io_hex4, 	
	output	[6 :0]	io_hex3, 
	output	[6 :0]	io_hex2, 
	output	[6 :0]	io_hex1, 
	output	[6 :0]	io_hex0
);
logic [31:0]	lsu_in, lsu_out;
lsu LSU(
					.clk_i	(clk_i)	 , 
					.rst_ni (rst_ni) , 
					.st_en	(st_en)	 , 		
					.addr	(addr)   , 		
					.st_data(lsu_in) , 
					.io_sw	(io_sw)	 ,	
					.ld_data(lsu_out),
					.io_lcd (io_lcd) , 
					.io_ledr(io_ledr), 
					.io_ledg(io_ledg), 
					.io_hex7(io_hex7), 
					.io_hex6(io_hex6), 
					.io_hex5(io_hex5), 
					.io_hex4(io_hex4), 
					.io_hex3(io_hex3), 
					.io_hex2(io_hex2), 
					.io_hex1(io_hex1), 
					.io_hex0(io_hex0)
);
	sub_lsu_store STORE(
		.func3(func3),
		.data_in(st_data),				
		.data_out(lsu_in)
	);
	sub_lsu_load LOAD(
		.func3(func3),
		.data_in(lsu_out),
		.data_out(ld_data)
	);
endmodule
</file>
<file path="/design/flow/run.sh">
#!/bin/bash
# OpenROAD 26Q1-2900-gdf79404cd8, Yosys 0.63+post, stock flow scripts
make -C /OpenROAD-flow-scripts/flow DESIGN_CONFIG=/design/flow/config.mk WORK_HOME=/design/flow/orfs finish
</file>
<file path="/design/flow/config.mk">
export PLATFORM = sky130hd
export DESIGN_NAME = MEM
export DESIGN_NICKNAME = MEM
export VERILOG_FILES = /design/flow/design.v
export SDC_FILE = /design/flow/constraint.sdc
export NUM_CORES = 4
export LEC_CHECK = 1
export CORE_UTILIZATION = 50
export SYNTH_MEMORY_MAX_BITS = 65536
</file>
<file path="/design/flow/constraint.sdc">
current_design MEM

set clk_period 360.2
set clk_io_pct 0.2

create_clock -name clk0 -period $clk_period [get_ports {clk_i}]

set non_clock_inputs [all_inputs -no_clocks]
set_input_delay [expr $clk_period * $clk_io_pct] -clock clk0 $non_clock_inputs
set_output_delay [expr $clk_period * $clk_io_pct] -clock clk0 [all_outputs]
</file>
==> qor.rpt <==
RUN STATUS
--------------------------------------------------------------------------------
Outcome                                                             complete, but fails checks
Violated checks                                                     capacitance limit, slew limit

POWER
--------------------------------------------------------------------------------
Lkg Pwr                                                                 0.234 uW
Pwr/cell area                                                       5.71 nW/um^2
Maximum vdd ir drop                                                 0.00000523 V

FINAL LAYOUT
--------------------------------------------------------------------------------
Area of combinational cells with multiple inputs                    131000 sq um
Fillers                                                                    88905
Largest register by flop count                                      DMEM_DUT.LSU.DMEM.ram
Flip-flop count of the largest register after layout                       16384
Layout cells sized above 1                                                 0.307
Sequential cell area                                                500000 sq um
Biggest registers after layout                                      DMEM_DUT.LSU.DMEM.ram x16384, DMEM_DUT.LSU.OUTPUT.ram x113
Area growth syn-to-layout                                                  14.5%

LOGIC SYNTHESIS
--------------------------------------------------------------------------------
Gate count of the mapped netlist                                           26953
Yosys Chip Area                                                     635000 sq um
Main synth FF type                                                  sky130_fd_sc_hd__edfxtp_1
Post-Synthesis Mean Instance Area                                     23.5 sq um
Cell Area, Synth                                                    635000 sq um
EDFF count, synth                                                          16497
Number of warnings issued by yosys                                             8
Most common cell in the synthesized netlist                         sky130_fd_sc_hd__edfxtp_1
Leading cell types by total area after synthesis                    sky130_fd_sc_hd__edfxtp_1, sky130_fd_sc_hd__mux4_2, sky130_fd_sc_hd__mux2i_1, sky130_fd_sc_hd__nand2_1, sky130_fd_sc_hd__buf_4
Post-synthesis cell type count                                                74
Post-synthesis cell count from yosys                                       26953
Number of register bits inferred by synthesis                              16738
FFs w/ async S/R, synth                                                        0
Top cell area share                                                        0.781
Most frequent cells after synthesis                                 sky130_fd_sc_hd__edfxtp_1, sky130_fd_sc_hd__mux4_2, sky130_fd_sc_hd__nand2_1
Post-synthesis cell type with the largest combined area             sky130_fd_sc_hd__edfxtp_1

FLOORPLANNING
--------------------------------------------------------------------------------
Y dimension of the die                                                   1130 um
Initial Utilization                                                        0.502
Number of placement rows                                                     413
Die width                                                                1130 um
Ports placed on the boundary                                                 421
Die outline area                                                    1270000 sq um
Core region area                                                    1260000 sq um

STA
--------------------------------------------------------------------------------
Number of unconstrained endpoints                                          16601
Post-Route Hold Slack                                                   70.93 ns
Max Freq                                                                6.86 MHz
Count of unclocked register or latch pins                                     96
Sum of negative setup slack                                                 0 ns
Final setup violation count                                                    0
Count of final hold-check violations                                           0
Final max-slew violation count                                                12
Max transition margin                                                    -0.0756
Minimum clock period after layout                                      145.67 ns
Period utilisation layout                                                  0.404
Pin slew with the least headroom to its limit                            1.61 ns
Setup repair after global routing missed its margin                           no

WORST SETUP PATH
--------------------------------------------------------------------------------
Kind of start point of the critical path                               input pin
WS Path Type                                                        input pin to output pin
Most numerous cell on the critical path                             sky130_fd_sc_hd__clkdlybuf4s50_1
CP top delay family                                                 buffers and inverters
Critical Path Max Stage Delay                                            0.99 ns
Cells traversed along the worst timing path                         clkdlybuf4s50_1 > clkdlybuf4s50_1
Data required time at the worst endpoint                               288.16 ns
Critical path endpoint category                                       output pin
Biggest fanout along the worst timing path                                    11
Buffering stage count on the worst path with inverters included                2
Slowest library cell on the worst path                              sky130_fd_sc_hd__clkdlybuf4s50_1
Arrival time reported for the critical path endpoint                    73.63 ns

PLACE
--------------------------------------------------------------------------------
DP HPWL                                                               1400000 um
Count of buffers from port buffering                                         420
Routability cong.                                                           1.01

CTS
--------------------------------------------------------------------------------
Clk root buf                                                        sky130_fd_sc_hd__clkbuf_16
Setup Fix Bufs, Post-CTS                                                       0
Number of buffers inserted during clock tree synthesis                      1738
CTS tree                                                                   built
Hold buffer count at CTS                                                       0
Resize count post-CTS                                                          0
Clock transition at the registers of the reported paths                  0.06 ns
H-tree lvl count                                                               7
CTS max path bufs                                                              6

ROUTE
--------------------------------------------------------------------------------
Top sig layer                                                               met5
Met2 Routed Length                                                     932000 um
Iteration-0 DRC count of the detailed router                               24679
Wire length on met1                                                    544000 um
Met3 layer wire length in the routed design                            496000 um
Remaining antenna violation count after routing                                0
Vias per std cell                                                           6.46
Length of the first detailed-routing pass in iterations                        9
# DRC                                                                          0
Via count of the routed design                                            308769
Routed wirelength normalized by instance count                           44.8 um
Final WL                                                              2140000 um

GLOBAL ROUTE
--------------------------------------------------------------------------------
Total routing usage reported by global routing                             0.386
Aggregate global routing overflow                                              0
Vias in the first global route                                            336882
Number of antenna violations at the first check in global routing            209
Pin count of the biggest net entering global routing                         102
Global-route wire length before repair                                2880000 um

FLOW RUN
--------------------------------------------------------------------------------
Tool warning count                                                            34
Max-capacitance violation count                                                2

WORST HOLD PATH
--------------------------------------------------------------------------------
Worst hold path type                                                input pin to register

[routing by layer]
| metal | vias to the layer above | track usage |
|---|---|---|
| met5 | - | 0.114 |
| met4 | 367 | 0.195 |
| met3 | 4818 | 0.377 |
| met2 | 25373 | 0.493 |
| met1 | 157363 | 0.412 |
| li1 | 120848 | - |
[path summary, 6_finish.rpt]
path       start             endpoint  slack [ns]  cells past startpoint
max   ALUOut[11]    ALUOut_signal[11]      214.53                      2
min   ALUOut[10]  ALU_reg[10]$_DFF_P_       70.93                      1
[cell type report]
type,instances,area share
antenna,274,0.000944
clock buffer,2132,0.0626
clock inverter,974,0.0136
inverter,10,0.000115
multi-input combinational,8639,0.181
sequential,16738,0.688
tap,16807,0.0290
timing repair buffer,2188,0.0245
[cell usage in the layout, fill, tap and decap left out, drive strengths merged, types with 34 or more instances in the layout]
master,instances
nand4,34
o221ai,38
inv,35
a211oi,65
a31oi,56
a22o,59
buf,1776
nor2b,44
clkinvlp,64
clkbuf,2134
a21oi,368
o22ai,81
a22oi,356
a221oi,94
edfxtp,16497
clkdlybuf4s50,410
o211ai,106
dfxtp,145
o21ai,182
nor3,37
bufinv,195
clkinv,690
mux2,67
mux2i,603
diode,274
dlxtn,96
a32oi,108
nand3,150
mux4,4444
nand2,807
nor2,635
[report_power, final]
part / switching (uW) / total [uW] / internal, uW
sequential: 4.32 / 2140 / 2130
clock: 736 / 1770 / 1030
combinational: 177 / 246 / 68.3
total: 917 / 4150 / 3230
[stage by stage]
stage	setup slack, ns	total power, uW	instances	util	cell area (sq um)
after CTS	214.64	4160	47484	0.574	726000
after floorplan	216.02	2300	26953	-	635000
after global routing	214.54	4240	47649	0.574	726000
after detailed placement	214.64	2420	44378	0.530	670000
final	214.53	4150	47762	0.574	726000
after global placement	214.66	2410	44375	0.530	670000
[kinds of logic after synthesis]
kind of cell    Yosys count  share of synthesized area
flops                 16642                      0.785
xor+xnor                 28                   0.000387
mux                    5114                      0.168
fa+ha+maj                 1                  0.0000197
compound gates         1678                     0.0184
latches                  96                    0.00227
buf+inv                1576                     0.0132
simple gates           1818                     0.0120
No activity file was given, so power comes from the tool's default toggle rates.
