==> design.v <==
module ID (
		input            	  clk_i,
		input            	  rst_ni,
		input  logic [4:0]  rd_addr,
		input  logic [31:0] rd_data,
		input	 logic [31:0] PC,
		input  logic [31:0] instID,
		input               rd_wren,
		input  logic [2:0]  Imm_Sel,
		output logic [31:0] PC_reg,
		output logic [31:0] RegReadData1_reg,
		output logic [31:0] RegReadData2_reg,
		output logic [31:0] imm_reg,
		output logic [31:0] inst_reg
);
logic [4:0]  rs1_addr;
logic [4:0]  rs2_addr;
logic [31:0] rs1_data;
logic [31:0] rs2_data;
assign rs1_addr = instID[19:15];
assign rs2_addr = instID[24:20];
logic [31:0] imm;
regfile regfile_DUT (
	.clk_i   (clk_i),
	.rst_ni  (rst_ni),
	.rd_wren (rd_wren),
	.rd_addr (rd_addr),
	.rd_data (rd_data),
	.rs1_addr(rs1_addr),
	.rs2_addr(rs2_addr),	
	.rs1_data(rs1_data),
	.rs2_data(rs2_data)
);
immGen imGen_DUT(
	.imm_in (instID[31:7]),
	.imm_sel(Imm_Sel),
	.imm_out(imm)
);
	always_ff @(posedge clk_i) begin
		PC_reg 			 <= PC;
		RegReadData1_reg <= rs1_data;
		RegReadData2_reg <= rs2_data;
		imm_reg 	     <= imm;
		inst_reg 		 <= instID;
	end
endmodule
module immGen(
	input 	[31:7] imm_in,
	input 	[2:0]	 imm_sel,
	output	[31:0] imm_out
);
always @(*) begin
case(imm_sel)
	3'b000: begin
			 	if (imm_in [31] == 0) 
					imm_out [31:12] = {4'b0000,16'h0000};
			 	else
					imm_out [31:12] = {4'b1111,16'hFFFF};
			 	imm_out [11] 		= imm_in [31]	;
			 	imm_out [10:5] 		= imm_in [30:25];
			 	imm_out [4:0]		= imm_in [24:20];
			end
	3'b001: begin
			 	if (imm_in [31] == 0) 
					imm_out [31:12] = {4'b0000,16'h0000};
			 	else
					imm_out [31:12] = {4'b1111,16'hFFFF};
			 	imm_out [11] 		= imm_in [31]	;
			 	imm_out [10:5] 		= imm_in [30:25];
			 	imm_out [4:0]		= imm_in [11:7]	;
			end
	3'b010: begin
			 	if (imm_in [31] == 0) 
					imm_out [31:12] = {4'b0000,16'h0000};
			 	else
					imm_out [31:12] = {4'b1111,16'hFFFF};
			 	imm_out [10:5] 		= imm_in [30:25];
			 	imm_out [4:1] 		= imm_in [11:8]	;					
			 	imm_out [12]		= imm_in [31]	;
			 	imm_out [11] 		= imm_in [7]	;
			 	imm_out [0]			= 0				;
			end
	3'b011: begin
			 	imm_out [31:12]		= imm_in [31:12];
			 	imm_out [11:0] 		= 12'h0000		;
			end
	3'b100: begin
			 	if (imm_in [31] == 0) 
					imm_out [31:21] = 11'b0;
			 	else
					imm_out [31:21] = 11'b1;
			 	imm_out [20] 		= imm_in [31]	;
			 	imm_out [19:12] 	= imm_in [19:12];
			 	imm_out [11] 		= imm_in [20]	;
			 	imm_out [10:5] 		= imm_in [30:25];
			 	imm_out [4:1]		= imm_in [24:21];
			 	imm_out [0]			= 0				;
			end
endcase
end
endmodule
module regfile (
    input           clk_i,
    input           rst_ni,
    input           rd_wren,
    input   [4:0]   rs1_addr,
    input   [4:0]   rs2_addr,
    input   [4:0]   rd_addr,
    input   [31:0]  rd_data,
    output  [31:0]  rs1_data,
    output  [31:0]  rs2_data
);
integer i;
logic [31:0] register [31:0];
initial begin
    register[31] = 0;
    for (i = 0; i < 32; i = i + 1) begin
        register[i] = i;
    end
end
assign rs1_data = register[rs1_addr];
assign rs2_data = register[rs2_addr];
always @(posedge clk_i, negedge rst_ni) begin
    if (!rst_ni) begin
        for (i = 0; i < 32; i = i + 1) begin
            register[i] <= 0;
        end
    end
    else begin
    if (rd_wren && rd_addr != 0) begin
        register[rd_addr] <= rd_data;
    end
    end
end
endmodule : regfile
==> run.sh <==
#!/bin/bash
# OpenROAD 26Q1-2900-gdf79404cd8, Yosys 0.63+post, stock flow scripts
make -C /OpenROAD-flow-scripts/flow DESIGN_CONFIG=/design/flow/config.mk WORK_HOME=/design/flow/orfs finish
==> config.mk <==
export PLATFORM = sky130hd
export DESIGN_NAME = ID
export DESIGN_NICKNAME = ID
export VERILOG_FILES = /design/flow/design.v
export SDC_FILE = /design/flow/constraint.sdc
export NUM_CORES = 4
export LEC_CHECK = 1
export CORE_UTILIZATION = 30
==> constraint.sdc <==
current_design ID

set clk_period 3.2
set clk_io_pct 0.2

create_clock -name clk0 -period $clk_period [get_ports {clk_i}]

set non_clock_inputs [all_inputs -no_clocks]
set_input_delay [expr $clk_period * $clk_io_pct] -clock clk0 $non_clock_inputs
set_output_delay [expr $clk_period * $clk_io_pct] -clock clk0 [all_outputs]
==> results.toml <==
# flow metrics
[status]
status = "finished, final reports clean"

[critical_path]
crit_type = "in2reg"
crit_path_top_delay_cell = "or3b_2"
cpMostUsedCell = "buf_4"
cp_data_arrival_time_ns = 3.35
cp-end-kind = "register"
worstPathCellList = "buf_2 > buf_4 > or3b_2 > nor2_4 > buf_12 > a22oi_1 > o211ai_1 > nor3_1 > a21oi_1 > buf_4"
cp_top_family = "buffers and inverters"
cp_data_required_time_ns = 3.95
crit_buf_inv = 4
startpoint_type = "input pin"
cp_slowest_stage_delay_ns = 0.60
path_max_fanout = 24

[drt]
first_pass_iters = 6
vias = 46900
via_per_inst = 6.19
post-route-drc-count = 0
routed_wl_um = 297000
drtAntennaViolNets = 0
drt_iter0_drc = 4879
wl_per_cell_um = 39.2

[pwr]
irDropWorstVdd_mv = 0.443
switching_share_pct = 28.1
clockPowerShare_pct = 39.7
power.switching_uw = 12100
internal_power_uw = 30900
p_seq_share_pct = 47.5
p_leak_uw = 0.0305
powerDensity_mw_per_mm2 = 617
combPwrFrac_pct = 12.8
p_total_uw = 43000

[die]
rows = 156
fp_util_pct = 30.3
core-area_mm2 = 0.181
die_h_um = 430
io_pins = 267
chipArea_mm2 = 0.185
die_x_um = 430

[layout]
layout_top_cell = "dfrtp_1"
top_register = "regfile_DUT.register"
final_cells = 7573
finalInstanceArea_mm2 = 0.0697
drive_gt1_share_pct = 35.2
synthToLayoutAreaGrowth_pct = 26.9
finish.utilization_pct = 38.4
final_cell_mix = "dfrtp_1 (1,024), mux2_2 (961), a22oi_1 (848)"
largest_reg_flops = 1024

[clocking]
post_cts_resized = 0
htreeDepth = 4
clkTransAtPathRegs_ns = 0.06
clockRootBuffer = "clkbuf_16"
clock.latency.late_pin_ns = 0.82
cts.path.max_buffers = 3
cts_buffers = 142
tritoncts = "done"

[timing]
skew_ns = 0.0292
worst_pin_slew_ns = 0.849
tns_ns = 0
rsz0062_at_grt = "false"
unclocked_pins = 32
timing.slew.headroom_pct = 42.8
finalHoldViolations = 0
fin_crit_ns = 2.61
drv_slew = 0
fmax_ghz = 0.384
untimed_endpoints = 64
setup_viol = 0
finalCritPeriodShare_pct = 81.5

[flow_run]
tool_warnings = 32
maxCapViolations = 0

[placement]
dp.cells = 7308
dpl-instance-area_mm2 = 0.0648
hpwl_um = 189000
globalplace.congestion = 1.01
io_buffers = 266

[yosys]
synth_warnings = 31
edf_count = 0
synth_cell_type_count = 70
synthFlopType = "dfrtp_1"
syn_area_per_cell_um2 = 11.8
yosys-stat-area_mm2 = 0.0549
synth-seq-cells = 1216
yosys_cells = 4635
syn-instance-count = 4635
async_reset_ff_share_pct = 84.2
synth_area_mm2 = 0.0549

[global_route]
grt_pass1_vias = 46800
grt_util_all_layers_pct = 33.0
grt-ovfl-total = 0
grt_max_degree = 113
grt_pass1_wl_um = 405000
grt_antenna_before_repair = 11

[hold_path]
hold_class = "in2reg"
-- cells by family (layout without fill, tap and decap cells) --
family | count (synthesis) | count (layout) | synth area share, %
AND-OR/OR-AND | 1086 | 1086 | 14.6
XOR/XNOR | 2 | 2 | 0.0319
buffers and inverters | 466 | 1027 | 3.82
flip-flops | 1184 | 1184 | 52.5
latches | 32 | 32 | 0.875
multiplexers | 1007 | 1007 | 20.8
other | 0 | 7 | 0
AND/OR/NAND/NOR | 858 | 858 | 7.41
-- through the flow --
| step | hold WS [ns] | setup WS, ns |
|---|---|---|
| floorplan | 0.344 | 0.979 |
| global placement | 0.386 | -0.155 |
| detailed placement | 0.390 | -0.125 |
| CTS | 0.0675 | 0.641 |
| global route | 0.0954 | 0.613 |
| finish | 0.115 | 0.593 |
-- layout make-up --
type                    instances  area, µm²
fillers                     17100     112000
flip-flops and latches       1216      29300
multi-input cells            2953      24100
repair buffers                763       8380
clock buffers                 206       4300
well taps                    2370       2970
clock inverters                51        581
inverters                       7       26.3
diodes                          7       17.5
-- final timing paths --
kind | startpoint | to | slack, ns | depth (start not counted)
hold / removal | instID[24] | inst_reg[24] | 0.11 | 1
setup / recovery | instID[21] | RegReadData2_reg[12] | 0.59 | 10
min in group asynchronous | rst_ni | regfile_DUT.register[9][24] | 0.42 | 2
max in group asynchronous | rst_ni | regfile_DUT.register[23][3] | 1.55 | 3
hold reg to reg | regfile_DUT.register[0][3] | regfile_DUT.register[0][3] | 0.40 | 0
setup reg to reg | regfile_DUT.register[21][6] | RegReadData2_reg[6] | 1.17 | 6
-- timing repair --
item,in CTS,in global routing
hold buffers,1,0
setup buffers,0,0
endpoints found under the setup margin,0,0
endpoints found under the hold margin,26,0
-- worst reg2reg max path: cells and delay by family, from the launching register on --
family	cells	cell delay [ns]
AND/OR/NAND/NOR	3	0.67
flip-flops	1	0.45
buffers and inverters	1	0.15
AND-OR/OR-AND	2	0.67
-- power by group through the flow --
stage	clock [µW]	combinational, µW	sequential (µW)
final	17100	5520	20400
after global routing	17900	5900	20600
after CTS	17300	5490	20300
-- Yosys cell counts (12+ instances only) --
| master | count | area, µm² |
|---|---|---|
| nor2_1 | 163 | 612 |
| a22oi_1 | 848 | 6370 |
| buf_4 | 17 | 128 |
| nor2b_1 | 17 | 106 |
| nand2_1 | 338 | 1270 |
| buf_1 | 12 | 45.0 |
| a21oi_1 | 98 | 490 |
| buf_2 | 209 | 1050 |
| nor3_1 | 64 | 320 |
| a22o_1 | 24 | 210 |
| o21ai_0 | 25 | 125 |
| clkbuf_1 | 217 | 815 |
| mux2i_1 | 12 | 120 |
| dlxtn_1 | 32 | 480 |
| dfrtp_1 | 1024 | 25600 |
| nand4_1 | 89 | 557 |
| a222oi_1 | 19 | 190 |
| a221o_1 | 13 | 130 |
| dfxtp_1 | 160 | 3200 |
| nand3_1 | 50 | 250 |
| mux2_2 | 961 | 10800 |
| nor4_1 | 57 | 357 |
| mux2_4 | 30 | 450 |
| a221oi_1 | 13 | 114 |
-- per-layer routing --
metal  global-route usage, %  up-vias  part of all wire (%)
li1                        -    18400                     -
met2                    47.1     3286                    43
met5                   0.286        -                 0.081
met1                    42.6    24100                    38
met3                    15.0     1053                    13
met4                    16.9       23                   6.8
Power figures rest on the tool's default switching activity, not on a simulated workload.
